`design/flow/config.mk`:
```
export PLATFORM = sky130hd
export DESIGN_NAME = RegisterFile
export DESIGN_NICKNAME = RegisterFile
export VERILOG_FILES = /design/flow/design.v
export SDC_FILE = /design/flow/constraint.sdc
export NUM_CORES = 4
export LEC_CHECK = 1
export CORE_UTILIZATION = 30
```
`design/flow/constraint.sdc`:
```
current_design RegisterFile

set clk_period 4.4
set clk_io_pct 0.2

create_clock -name clk0 -period $clk_period [get_ports {Clock}]

set non_clock_inputs [all_inputs -no_clocks]
set_input_delay [expr $clk_period * $clk_io_pct] -clock clk0 $non_clock_inputs
set_output_delay [expr $clk_period * $clk_io_pct] -clock clk0 [all_outputs]
```
`design/flow/design.v`:
```
`timescale 1ns / 1ps
module RegisterFile(
input wire[3:0] RS,
input wire[3:0] RT,
input wire[3:0] RD,
input wire[23:0] WriteData,
input wire RegWrite,
input wire Clock,
output wire[23:0] ReadRS,
output wire[23:0] ReadRT
    );
reg[23:0] Registers[15:0];
integer i;
initial 
begin
for(i=0;i<16;i=i+1)
    Registers[i] <= 24'd0; 
end
always @(posedge Clock)
begin
Registers[RD] <= WriteData;
end
assign ReadRS = Registers[RS];
assign ReadRT = Registers[RT];
endmodule
```
`design/flow/run.sh`:
```
#!/bin/bash
# OpenROAD 26Q1-2900-gdf79404cd8, Yosys 0.63+post, stock flow scripts
make -C /OpenROAD-flow-scripts/flow DESIGN_CONFIG=/design/flow/config.mk WORK_HOME=/design/flow/orfs finish
```
==> notes.org <==
* Implementation run

** Global routing
- The via count of the first global-routing pass was 10400.
- The first global-routing pass estimated 65.6 mm of wire.
- Number of antenna violations at the first check in global routing :: 2
- For this run, the total global-route usage over all layers was measured as 0.166.
- Entering global routing, the biggest net connects 60 pins.
- Overall overflow remaining after global route :: 0

** Yosys
- Of the total synthesized cell area, the portion taken by AND-OR and OR-AND cells is 0.0418.
- For this run, the number of Yosys warnings is 1.
- Leading cell type by number of instances after synthesis :: sky130_fd_sc_hd__edfxtp_1
- Biggest area contributors in the synthesized netlist :: sky130_fd_sc_hd__edfxtp_1, sky130_fd_sc_hd__mux4_2, sky130_fd_sc_hd__a22oi_1, sky130_fd_sc_hd__nand2_1, sky130_fd_sc_hd__clkbuf_1
- Share of the synthesized area in the top cell type :: 0.668
- The commonest register cell is sky130_fd_sc_hd__edfxtp_1.
- Synthesis instantiated 13 different standard cells from the library.
- Cell taking the most area after synthesis :: sky130_fd_sc_hd__edfxtp_1
- Chip Area, Yosys :: 0.0173 sq mm
- The synthesized netlist was found by Yosys to have 816 cells.
- Synthesis produced a netlist whose cell count is 816.
- Post-synthesis instance area :: 0.0173 sq mm
- Yosys mapped a number of flops with a built-in enable equal to 384.
- Cell types with the highest counts after synthesis :: sky130_fd_sc_hd__edfxtp_1, sky130_fd_sc_hd__mux4_2, sky130_fd_sc_hd__a22oi_1
- Synthesis inferred 384 register bits.
- Sequential-to-total area share from yosys stat :: 0.668
- In the synthesized netlist the async set-or-reset flop fraction comes to 0.
- By area, the combinational part of the netlist is dominated by multiplexers.
- The cell-mix breakdown from Yosys lists the simple-gate area share as 0.0190.
- A synthesized cell averages 21.1 sq um.
- Mux area share :: 0.251
- Yosys xor share :: 0
- Adder-cell area share of the yosys netlist :: 0

** Floorplanning
- Core Region :: 0.0566 sq mm
- For this design the top-level I/O count stands at 86.
- From bottom edge to top edge, the die measures 242 microns.
- The floorplan has 87 rows.
- Initial standard-cell utilization of the core :: 0.305
- The chip occupies 0.0585 sq mm.
- Die width :: 242 microns

** STA
- The routed design could run at a clock period as short as 3.84 ns.
- Headroom to the max-slew limit :: 0.490
- Static timing analysis puts the maximum clock frequency at 260 MHz.
- Final hold violation count :: 0
- Setup violators final :: 0
- Period Utilization, post-route :: 0.874
- RSZ-0062 raised after global routing :: no
- The pin closest to its max-slew limit shows a slew of 0.763 ns.
- The tightest hold path in the finished design has a slack of 1.26 ns.
- Pins over their slew limit in the final report were tallied at 0.
- Setup_tns :: 0 ns

** Detailed routing
- The routed layout reports a DRC error count of 0.
- Post-DR vias/cell :: 5.36
- Per the post-route antenna check, the number of violating nets is 0.
- Wire length after detailed routing :: 44.4 mm
- The routed design shows a wire length per standard cell of 26.2 microns.
- The iteration count recorded for the first detailed-route pass is 7.
- Summing over every cut layer, the via total after detailed routing is 9077.
- Starting DRC count in detailed routing :: 508

** Clocking
- TritonCTS built the clock tree.
- TritonCTS created 39 clock buffers.
- The clock passes through at most 3 buffers.
- Looking at the post-CTS report, the setup buffer insertion count equals 0.
- In this run, post-CTS hold repair placed 0 buffers.
- Sink count of the clock tree :: 384
- Once the clock tree was built, the resizer swapped 0 gates to a different size.
- Number of levels the H-tree was split into :: 2
- Clock tree synthesis selected as its root buffer the cell sky130_fd_sc_hd__clkbuf_16.
- The timing report gives the clock slew at the launch and capture registers of the worst setup and hold paths as 0.05 ns.

** Power and ir drop
- Looking at the VDD voltage map, the peak drop is 0.000200 V.
- The leakage power in the latest report is 6.34 nW.
- Dividing total power by cell area gives a power density of 392 mW/mm^2.

** Worst hold path
- The path class of the tightest hold or removal check is in -> reg.

** Flow run
- The number of warnings reported in the stage logs is 26.
- Per the run summary, max-cap violations total 0.

** Cells and area
- After routing the design area is 0.0205 sq mm.
- Largest regs :: Registers (384)
- Area growth from synthesis to layout :: 18.7%
- Fraction of final layout cells with drive strength greater than 1 :: 0.329
- Measured on the finished design, the core utilization comes to 0.362.
- Registers holds more flip-flops than any other register.
- The register with the most flip-flops in the layout has 384 of them.

** Critical path
- For the worst setup path, the data arrival time is 2.96 ns.
- The worst setup path is captured at a primary output.
- Type of origin of the critical path :: input port
- Maximum fanout count along the critical path :: 10
- The worst setup path is of the in -> out kind.
- For the worst setup path, the data required time is 3.52 ns.

** Run status
- Run status :: finished, final reports clean

** Placement
- The placement stage leaves a total instance area of 0.0194 sq mm.
- In this run the tool buffered the top-level ports with 84 buffer cells.
- Placed wire-length estimate :: 25.0 mm
- Routability-driven placement finished with a final weighted congestion of 0.786.
## cells in the final DEF, fill, tap and decap left out
master	n
sky130_fd_sc_hd__edfxtp_1	384
sky130_fd_sc_hd__mux4_2	192
sky130_fd_sc_hd__a22oi_1	96
sky130_fd_sc_hd__clkdlybuf4s50_1	80
sky130_fd_sc_hd__nand2_1	50
sky130_fd_sc_hd__clkbuf_16	41
sky130_fd_sc_hd__buf_4	31
sky130_fd_sc_hd__buf_12	16
sky130_fd_sc_hd__nor2_4	10
sky130_fd_sc_hd__nor3_2	6
sky130_fd_sc_hd__clkinv_1	6
sky130_fd_sc_hd__clkbuf_1	5
sky130_fd_sc_hd__nand2b_1	4
sky130_fd_sc_hd__nor2b_2	2
sky130_fd_sc_hd__and2_1	2
sky130_fd_sc_hd__nor2b_4	2
sky130_fd_sc_hd__clkinv_2	2
sky130_fd_sc_hd__buf_6	2
sky130_fd_sc_hd__diode_2	1
sky130_fd_sc_hd__nor2_2	1
sky130_fd_sc_hd__nor4_2	1
sky130_fd_sc_hd__bufinv_16	1
sky130_fd_sc_hd__clkinvlp_4	1
## per-layer routing
metal  vias up  track usage  wire length, microns
li1       3783            -                     -
met3        63        0.125                  7040
met5         -      0.00817                    78
met1      4605        0.204                 15700
met4         4       0.0289                   811
met2       622        0.243                 20700
## where the power goes
| group | total, mW | internal (mW) | switching [mW] |
|---|---|---|---|
| Sequential | 4.20 | 4.16 | 0.0439 |
| Combinational | 0.820 | 0.419 | 0.401 |
| Clock | 3.01 | 1.72 | 1.28 |
| Total | 8.02 | 6.30 | 1.73 |
## path summary, 6_finish.rpt
kind,startpoint,endpoint,slack [ns],cells past startpoint
max,RS[2],ReadRS[7],0.56,6
min,WriteData[19],Registers[4][19],1.26,1
## worst max-delay path, stage by stage
cell and delay (ns):
sky130_fd_sc_hd__clkdlybuf4s50_1 0.58, sky130_fd_sc_hd__nor2b_4 0.43, sky130_fd_sc_hd__buf_4 0.32, sky130_fd_sc_hd__a22oi_1 0.14, sky130_fd_sc_hd__nand2_1 0.13, sky130_fd_sc_hd__clkdlybuf4s50_1 0.47
## cell families after synthesis
family	Yosys count
flops	384
mux	192
compound gates	96
simple gates	78
buf+inv	66
## per-stage QoR
stage,setup slack [ns],cells,total power [mW]
5_1_grt,0.491,1691,8.31
6_report,0.556,1692,8.02
3_3_place_gp,0.605,1635,5.09
4_1_cts,0.568,1691,8.12
2_1_floorplan,0.605,816,4.70
3_5_place_dp,0.560,1635,5.11
## cell type report
type,instances,area [sq um]
Fill cell,5108,36100
Tap cell,756,946
Clock buffer,46,1040
Multi-Input combinational cell,366,5510
Clock inverter,10,70.1
Antenna cell,1,2.50
Sequential cell,384,11500
Timing Repair Buffer,129,1380
Power figures rest on the tool's default switching activity, not on a simulated workload.

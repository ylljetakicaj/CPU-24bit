==> flow/design.v <==
`timescale 1ns / 1ps
module ALU1(
    input A,
    input B,
    input CIN,
    input BInvert,
    input Less,
    input [1:0] Op,
    output Result,
    output CarryOut
    );
   wire JoB, mB, dhe_teli, ose_teli, mb_teli, XOR_teli,  slt_teli;
   assign JoB = ~B;
   mux2ne1 muxB(B, JoB, BInvert, mB);
   assign dhe_teli = A & mB;
   assign ose_teli = A | mB;
   assign XOR_teli = A ^ mB;
   assign slt_teli = A < mB ? 1 : 0;
   mbledhesi m1(A, mB, CIN, mb_teli, CarryOut);
   mux4ne1 MUX(dhe_teli, ose_teli, mb_teli, Less, Op, Result); 
endmodule
`timescale 1ns / 1ps
module mbledhesi(
    input A,
    input B,
    input CIN,
    output SUM,
    output COUT
    );
    assign SUM = A ^ B ^ CIN;
    assign COUT = CIN & A | CIN & B | A & B;
endmodule
`timescale 1ns / 1ps
module mux2ne1(
    input Hyrja0,
    input Hyrja1,
    input S,
    output Dalja
    );
    assign Dalja = S ? Hyrja1 : Hyrja0;
endmodule
`timescale 1ns / 1ps
module mux4ne1(
    input Hyrja0,
    input Hyrja1,
    input Hyrja2,
    input Hyrja3,
    input [1:0] S,
    output Dalja
    );
    assign Dalja = S[1] ? (S[0] ? Hyrja3 : Hyrja2) : (S[0] ? Hyrja1 : Hyrja0);
endmodule
==> flow/run.sh <==
#!/bin/bash
# OpenROAD 26Q1-2900-gdf79404cd8, Yosys 0.63+post, stock flow scripts
make -C /OpenROAD-flow-scripts/flow DESIGN_CONFIG=/design/flow/config.mk WORK_HOME=/design/flow/orfs finish
==> flow/config.mk <==
export PLATFORM = sky130hd
export DESIGN_NAME = ALU1
export DESIGN_NICKNAME = ALU1
export VERILOG_FILES = /design/flow/design.v
export SDC_FILE = /design/flow/constraint.sdc
export NUM_CORES = 4
export LEC_CHECK = 1
export CORE_AREA = 10 10 70 70
export DIE_AREA = 0 0 80 80
==> flow/constraint.sdc <==
current_design ALU1

set clk_period 1.6
set clk_io_pct 0.2

create_clock -name clk0 -period $clk_period

set non_clock_inputs [all_inputs -no_clocks]
set_input_delay [expr $clk_period * $clk_io_pct] -clock clk0 $non_clock_inputs
set_output_delay [expr $clk_period * $clk_io_pct] -clock clk0 [all_outputs]
==> results.ini <==
[run_status]
status = finished with violations
violations = setup timing

[layout]
drive_gt1_share_pct = 47.8
flop-count = 0
nClkBuffers = 0
syn_to_final_growth_pct = 186
stdcell_area_um2 = 283
ff_latch_area_um2 = 0
comb_area_um2 = 95.1
final.fill_count = 407

[power]
p_sw_share_pct = 33.6
power.density_nw_per_um2 = 243
peakVddDrop_v = 0.0000475
power_switching_w = 0.0000230
p_seq_share_pct = 0
pwr-share-clk_pct = 0
p_leak_nw = 0.121
power_frac_comb_pct = 100.0
cell_internal_pwr_w = 0.0000455

[timing]
holdWs_ns = 1.21
maxSlewHeadroom_pct = 91.7
final.setup.worst_slack_ns = -0.455
drv_slew = 0
worstMarginPinSlew_ns = 0.125
timing_hold_violations_final = 0
grt_setup_unrepaired = true
setup_viol = 2
max_freq_ghz = 0.487
final.period_utilization_pct = 128
period_minus_slack_ns = 2.06

[routing]
vias = 106
finalWirelength_um = 443
ant_nets = 0
via_per_inst = 1.54
dr.pass1.iters = 2
wire_per_inst_um = 6.42
drt_drc_violations_left = 0
diodes = 0
drt_iter0_drc = 2

[setup_path]
cp_cell_sequence = buf_8, xor2_4, inv_2, fa_1, inv_1, mux4_2, buf_2
critPathRequiredTime_ns = 1.28
cp.arrival_ns = 1.74
worst_setup_path_start_kind = primary input
path_class = primary input to output pin
cp_max_fo = 2
crit_start = BInvert
cp-end-kind = output pin
cp_slowest_cell = fa_1
setup.worst_path.end = Result
cp_slowest_stage_delay_ns = 0.48

[synthesis]
ys_types = 5
synth_top_cell_by_area = ha_1
syn_inst = 11
synth_area_um2 = 98.8
ys_cells = 11
yosys_warnings = 0
syn_area_per_cell_um2 = 8.99
netlist.area_leader.share_pct = 25.3
top_cells_by_area = ha_1 25%, inv_1 23%, mux4_2 23%
common_cells = 6 x inv_1, 2 x ha_1, 1 x fa_1, 1 x mux4_2, 1 x xor2_1
ys_area_um2 = 98.8
yosys.cell_count.top_type = inv_1
ys_seq_share_pct = 0

[place]
place_ws_ns = -1.22
hpwl_um = 407
finalWeightedCongestion = 0.741
port_buffers = 9
dpl_cell_area_um2 = 254

[floorplanning]
core_util_floorplan_pct = 2.89
die_height_um = 80
core-area_um2 = 3420
ios = 9
dieArea_um2 = 6400
die_x_um = 80
num_rows = 21

[hold_path]
hp-class = primary input to output pin
hold_start = A

[clock_network]
cts_hold_buf = 0

[global_routing]
grt_usage_pct = 1.41
grt_pass1_vias = 140
grt_max_degree = 3
grt_pass1_wl_um = 696
grt-ovfl-total = 0
antenna_found_initial = 0

[job]
cap_violations = 0
warning_count = 37

## worst min-delay path by stage
stage | endpoint | cells after the start
finish | Result | 4
CTS | Result | 4
global route | Result | 4
## worst max-delay path: cells and delay by family
kind	cells	cell delay [ns]
adders and majority gates	1	0.48
muxes	1	0.44
buffers and inverters	4	0.33
xor gates and xnor gates	1	0.16
## cells in the final DEF (no fill, tap or decap), drive strengths merged
cell type      count
inv                6
buf                6
clkdlybuf4s50      4
ha                 2
mux4               1
xor2               1
fa                 1
clkbuf             1
dlygate4sd2        1
## final cells by class
| cell class | count | area share, % |
|---|---|---|
| inverter | 6 | 7.96 |
| multi-input combinational | 5 | 33.6 |
| timing repair buffer | 12 | 38.1 |
| tap | 46 | 20.4 |
## per-stage QoR
step	cells	TNS, ns	total power [W]	utilization, %
after floorplan	11	-0.165	0.0000203	-
final	69	-0.699	0.0000686	8.28
after CTS	68	-0.790	0.0000623	7.77
after global routing	69	-0.830	0.0000752	8.28
after global placement	66	-1.87	0.0000562	7.44
after detailed placement	66	-1.91	0.0000587	7.44
## power groups by stage
stage	Clock, W	Sequential [W]	Combinational, W
6_report	0	0	0.0000686
5_1_grt	0	0	0.0000752
4_1_cts	0	0	0.0000623
## routing by layer
layer  up-vias  routed length, um  global-route usage, %
li1         53                  -                      -
met1        46                213                   2.00
met2         7                151                   1.69
met3         0                 78                   1.14
met4         0                  0                      0
met5         -                  0                      0
## kinds of logic (layout without fill, tap and decap cells)
kind of cell  Yosys count  after routing  synth area share (%)
buf+inv                 6             18                  22.8
fa+ha+maj               3              3                  45.6
xor+xnor                1              1                  8.86
mux                     1              1                  22.8
## timing repair
action | 4_1_cts | 5_1_grt
resized | 18 | 3
pin swaps | 2 | 2
endpoints found under the setup margin | 2 | 2
buffers inserted | 2 | 1
cloned | 0 | 0
Power is estimated from default activity; no workload was simulated.
